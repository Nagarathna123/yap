`/design/flow/run.sh`:
```
#!/bin/bash
# OpenROAD 26Q1-2900-gdf79404cd8, Yosys 0.63+post, stock flow scripts
make -C /OpenROAD-flow-scripts/flow DESIGN_CONFIG=/design/flow/config.mk WORK_HOME=/design/flow/orfs finish
```
`/design/flow/config.mk`:
```
export PLATFORM = sky130hd
export DESIGN_NAME = sz_ex
export DESIGN_NICKNAME = sz_ex
export VERILOG_FILES = /design/flow/design.v
export SDC_FILE = /design/flow/constraint.sdc
export NUM_CORES = 4
export LEC_CHECK = 1
export CORE_AREA = 10 10 79 79
export DIE_AREA = 0 0 89 89
```
`/design/flow/constraint.sdc`:
```
current_design sz_ex

set clk_period 4.4
set clk_io_pct 0.2

create_clock -name clk0 -period $clk_period

set non_clock_inputs [all_inputs -no_clocks]
set_input_delay [expr $clk_period * $clk_io_pct] -clock clk0 $non_clock_inputs
set_output_delay [expr $clk_period * $clk_io_pct] -clock clk0 [all_outputs]
```
`/design/flow/design.v`:
```
module sz_ex(
	output reg [(32 - 1):0] sz_ex_val,
	input [(32 - 1):0] inst
);
	function [(32-1):0] sz_ex_12_to_32;
		input [11:0] val;
		input k;
		begin
			sz_ex_12_to_32[11:0] = val;
			if (k==1'b1) begin
				sz_ex_12_to_32[31:12] = {(32-12){val[11]}};
			end
			else begin
				sz_ex_12_to_32[31:12] = {(32-12){1'b0}};
			end
		end
	endfunction
	always @ (*) begin
		if (inst[1:0] == 2'b11) begin
			case (inst[6:2])
				5'b11001: begin
					sz_ex_val = sz_ex_12_to_32(inst[31:20],1'b1);				
				end
				5'b00000: begin
					sz_ex_val = sz_ex_12_to_32(inst[31:20],!inst[14]);
				end
				5'b00100: begin
					if(inst[14:12] == 3'b001 || inst[14:12] == 3'b101) begin
						sz_ex_val[4:0] = inst[24:20];
						sz_ex_val[31:5] = {(32-5){1'b0}};
					end
					else begin
						if(inst[14:12] == 3'b011) begin
							sz_ex_val = sz_ex_12_to_32(inst[31:20], 1'b0);
						end
						else begin
							sz_ex_val = sz_ex_12_to_32(inst[31:20], 1'b1);
						end
					end
				end
				5'b01000: begin
					sz_ex_val = sz_ex_12_to_32({inst[31:25],inst[11:7]}, 1'b1);
				end
				5'b11000: begin
					if(inst[14:13] == 2'b11) begin
						sz_ex_val[0] = 1'b0;
						sz_ex_val[12:1] = {inst[31], inst[7], inst[30:25], inst[11:8]};
						sz_ex_val[31:13] = {(32-13){1'b0}};
					end
					else begin
						sz_ex_val[0] = 1'b0;
						sz_ex_val[12:1] = {inst[31], inst[7], inst[30:25], inst[11:8]};
						sz_ex_val[31:13] = {(32-13){inst[31]}};
					end
				end
				5'b01101, 5'b00101: begin
					sz_ex_val[31:12] = inst[31:12];
					sz_ex_val[11:0] = {(32-20){1'b0}};
				end
				5'b11011: begin
					sz_ex_val[0] = 1'b0;
					sz_ex_val[20:1] = {inst[31], inst[19:12], inst[20], inst[30:21]};
					sz_ex_val[31:21] = {(32-21){inst[31]}};
				end
				default: begin
					sz_ex_val = {32{1'bx}};
				end
			endcase
		end
		else begin
			sz_ex_val = {32{1'bx}};
		end
	end
endmodule
```
==> results.sh <==
# yosys + openroad results
export IMPL_ys_area_um2=635.6
export IMPL_top_cell_area_share_pct=17.13
export IMPL_crit_chain="clkdlybuf4s50_1 > or4b_1 > a211oi_2 > a311oi_2 > buf_4 > o21ai_2 > clkdlybuf4s50_1"
export IMPL_whs_ns=2.656
export IMPL_design_portCount=64
export IMPL_yosys_cell_types_count=37
export IMPL_detailed_place_hpwl_um=2558
export IMPL_design_seq_count=0
export IMPL_synth_cell_area_um2=635.6
export IMPL_drive_gt1_share_pct=15.38
export IMPL_area_sequential_um2=0
export IMPL_post_cts_resized=0
export IMPL_timing_critical_path_required_ns=3.52
export IMPL_synth_sequential_area_ratio_pct=0
export IMPL_power_per_cell_area_nw_per_um2=101.1
export IMPL_grt_setup_unrepaired="false"
export IMPL_max_cap_violations=0
export IMPL_synth_most_common_cell="sky130_fd_sc_hd__nand2_1"
export IMPL_gp_routability_congestion=0.7685
export IMPL_ys_top_cells_by_count="sky130_fd_sc_hd__nand2_1, sky130_fd_sc_hd__o21ai_2, sky130_fd_sc_hd__o21ai_1"
export IMPL_global_route_usage_total_pct=6.570
export IMPL_hold_path_class="in -> out"
export IMPL_warning_count=34
export IMPL_diodes=0
export IMPL_relSlewSlack_pct=45.17
export IMPL_placeableCoreArea_um2=4661
export IMPL_tns_ns=0
export IMPL_grt_pass1_vias=882
export IMPL_cp_slowest_stage_delay_ns=0.61
export IMPL_floorplan_die_area_um2=7921
export IMPL_wirelength_um=2990
export IMPL_die_h_um=89
export IMPL_num_fill_cells=502
export IMPL_maximum_fanout_encountered_on_the_critical_timing_path=9
export IMPL_first_iter_violations=50
export IMPL_synth_warning_count=1
export IMPL_drc=0
export IMPL_worstSetupPathType="in -> out"
export IMPL_std_cell_rows=25
export IMPL_yosys_cells=108
export IMPL_grt_start_max_net_pins=22
export IMPL_setup_crit_start_kind="input pin"
export IMPL_die_size_x_um=89
export IMPL_detail_route_first_pass_iterations=4
export IMPL_final_period_minus_worst_setup_slack_ns=4.196
export IMPL_drt_vias_per_instance=4.278
export IMPL_layout_area_overhead_vs_synth_pct=111.0
export IMPL_grt_pass1_wl_um=4264
export IMPL_arrival_ns=3.32
export IMPL_finalCritPeriodShare_pct=95.35
export IMPL_grt_antenna_before_repair=0
export IMPL_slew_violations=0
export IMPL_grt_overflow_total=0
export IMPL_total_leakage_power_nw=0.4759
export IMPL_yosys_top_cells_area="sky130_fd_sc_hd__nand2_1, sky130_fd_sc_hd__o21ai_2, sky130_fd_sc_hd__and2_1"
export IMPL_status="finished clean"
export IMPL_finish_cell_count_without_fillers=223
export IMPL_path_common_cell="sky130_fd_sc_hd__clkdlybuf4s50_1"
export IMPL_dr_total_vias=954
export IMPL_dpl_cell_count=223
export IMPL_post_cts_buffers=0
export IMPL_fmax_mhz=238.4
export IMPL_vdd_ir_drop_worst_mv=0.01664
export IMPL_numPortBuffers=62
export IMPL_hold_buffers=0
export IMPL_mi_logic_area_um2=593.1
export IMPL_fp_utilization_pct=13.64
export IMPL_cp_slowest_cell="sky130_fd_sc_hd__or4b_1"
export IMPL_largest_area_cell="sky130_fd_sc_hd__nand2_1"
export IMPL_syn_area_per_cell_um2=5.885
export IMPL_finalHoldViolations=0
export IMPL_setup_violations_final=0
export IMPL_route_detailed_wl_per_inst_um=13.41
export IMPL_syn_instance_count=108
export IMPL_worst_slew_pin_slew_ns=0.8215
export IMPL_final_antenna_net_count=0
export IMPL_worstSetupEndpointType="output pin"
export IMPL_clockBufferCount=0
[per-layer routing]
metal,GRT usage (%),vias to the layer above,part of all wire (%)
li1,-,510,-
met1,7.784,414,39
met2,12.03,30,50
met3,2.020,0,11
met4,0,0,0
met5,0,-,0
[area by class of cell]
class / count / area share (%)
multi-input cells: 98 / 44.22
well taps: 54 / 5.037
repair buffers: 69 / 50.19
inverters: 2 / 0.5597
[layout by cell type (no fill, tap or decap), types with 2 or more instances in the layout]
cell type	n
sky130_fd_sc_hd__clkdlybuf4s50_1	62
sky130_fd_sc_hd__nand2_1	29
sky130_fd_sc_hd__o21ai_2	9
sky130_fd_sc_hd__o21ai_1	7
sky130_fd_sc_hd__buf_4	7
sky130_fd_sc_hd__o21ai_0	6
sky130_fd_sc_hd__and2_1	6
sky130_fd_sc_hd__nand3_1	5
sky130_fd_sc_hd__nor2b_1	4
sky130_fd_sc_hd__inv_1	2
sky130_fd_sc_hd__or3b_2	2
sky130_fd_sc_hd__nand2b_1	2
sky130_fd_sc_hd__nor2_1	2
sky130_fd_sc_hd__a311oi_2	2
sky130_fd_sc_hd__and3_1	2
sky130_fd_sc_hd__nor3_1	2
sky130_fd_sc_hd__or3_1	2
[critical path, delay by kind of cell]
family | cells | cell delay, ns
buf+inv | 3 | 1.28
simple gates | 1 | 0.61
compound gates | 3 | 0.53
[power by group]
group          internal (W)  switching, W
Clock                     0             0
Sequential                0             0
Combinational     0.0000890     0.0000466
[per-stage QoR]
stage	util [%]	instance area, um^2	setup slack (ns)	power, W
after CTS	28.78	1341	0.1899	0.0001385
after detailed placement	28.78	1341	0.1951	0.0001380
after floorplan	-	635.6	1.424	0.00004406
final	28.78	1341	0.2045	0.0001356
after global routing	28.78	1341	0.05636	0.0001479
after global placement	28.78	1341	0.2079	0.0001379
[worst paths after layout]
| check | cells after the start | endpoint | startpoint |
|---|---|---|---|
| worst min-delay path | 4 | sz_ex_val[3] | inst[10] |
| worst max-delay path | 7 | sz_ex_val[30] | inst[2] |
[kinds of logic after synthesis]
| group | share of synthesized area, % |
|---|---|
| compound gates | 39.96 |
| simple gates | 52.36 |
| buf+inv | 7.676 |
No activity file was given, so power comes from the tool's default toggle rates.
