$ cat /design/flow/run.sh
#!/bin/bash
# OpenROAD 26Q1-2900-gdf79404cd8, Yosys 0.63+post, stock flow scripts
make -C /OpenROAD-flow-scripts/flow DESIGN_CONFIG=/design/flow/config.mk WORK_HOME=/design/flow/orfs finish
$ cat /design/flow/design.v
module reg_file(
	output [(32-1):0] reg_data_1, 
	output [(32-1):0] reg_data_2,   
	input rst, 
	input wr_en,
	input clk, 
	input [(5-1):0] rd_reg_index_1, 
	input [(5-1):0] rd_reg_index_2, 
	input [(5-1):0] wr_reg_index,
	input [(32-1):0] wr_reg_data 
);
	reg [(32-1):0] reg_array [(32-1):0];
	integer i;
	assign reg_data_1 = reg_array[rd_reg_index_1];
	assign reg_data_2 = reg_array[rd_reg_index_2];
	always @ (posedge clk) begin
		if (rst) begin
			for(i=0; i<32; i=i+1) begin
				reg_array[i] <= {32{1'b0}};
			end
		end
		else begin
			if (wr_en && wr_reg_index != {32{1'b0}}) begin
				reg_array[wr_reg_index] <= wr_reg_data;
			end
		end
	end
endmodule
$ cat /design/flow/constraint.sdc
current_design reg_file

set clk_period 26.3
set clk_io_pct 0.2

create_clock -name clk0 -period $clk_period [get_ports {clk}]

set non_clock_inputs [all_inputs -no_clocks]
set_input_delay [expr $clk_period * $clk_io_pct] -clock clk0 $non_clock_inputs
set_output_delay [expr $clk_period * $clk_io_pct] -clock clk0 [all_outputs]
$ cat /design/flow/config.mk
export PLATFORM = sky130hd
export DESIGN_NAME = reg_file
export DESIGN_NICKNAME = reg_file
export VERILOG_FILES = /design/flow/design.v
export SDC_FILE = /design/flow/constraint.sdc
export NUM_CORES = 4
export LEC_CHECK = 1
export CORE_UTILIZATION = 30
==> run summary <==
run metrics: run status=complete, no violations, Sink Count=1024, crit path kind=in2out, worst slew pin tran=1110 ps, FF+latch count, synth=1024, fmax=62.7 MHz, peak supply drop=52.1 uV, Seq pwr share=0.502, Worst Hold Depth=2, Die Y=434 um, asr flop ratio synth=0, clock tree buffer depth=3, largest net degree at the start of global routing=89, layout filler cell count=17700, Clk pwr share=0.373, Yosys cell types=29, Net Sw Frac=0.258, CP startpoint kind=primary input, GR Util met1=0.247, total power=3840 uW, die area=0.188 mm^2, Non-Filler Instances=7140, Synth-to-Final Area Change=12.2%, leakage=0.0239 uW, unrepaired setup endpoints after global routing=false, endpoints failing hold=0, power per cell area=61.2 mW/mm^2, Largest Register=reg_array, WL final=205 mm, Cells after DPL=6942, drt wl/cell=28.7 um, initial antenna violation count=13, drt first pass iters=7, Post-DP Area=0.0595 mm^2, max-slew violation count=0, DR vias/cell=5.34, critical path fanouts, max=82, vias in the first global route=38900, CTS resizes=0, setup bufs post-CTS=0, Site Rows=158, M3 GR Usage=0.129, NetSw=993 uW, grt peak-use layer=met2, global placer's final weighted congestion=0.900, Synth Seq Share=0.550, ANT nets after route=0, CTS clk-pin slew, worst paths=60 ps, Top Ports=114, TNS Setup=0 ps, relative slew slack=0.259, Req. time, crit path=21040 ps, design area=0.0627 mm^2, Worst setup EP type=primary output, total core area=0.185 mm^2, worst min path class=in2reg, CTS root buf=clkbuf_16, min Tclk post-route=15950 ps, Post-Synthesis Cell Area=0.0559 mm^2, HP Start=rst, synthesized area per cell=12.1 um^2, tool warnings=26, all-layer global routing usage=0.228, Die Width=434 um, initial DRC count=2648, Top FF cell, synth=edfxtp_1, H-tree depth=3, first-pass GRT wire length=287 mm, layout cells sized above 1=0.0820, grt ovf=0, IO Port Bufs=113, P_int=2850 uW, FP Util=0.302, Regs by FF count=reg_array x1024, post-DP HPWL=116 mm, Comb pwr share=0.125, Arr. time, crit path=10690 ps, CTS Buf Count=106, Hold Crit Endpoint=reg_array[0][1], MaxCap Viol Count=0, CTS tree=done, Final period util=0.606, cells after synthesis=4605, number of synthesized flops with an enable pin=1024, met2 Resource Use GR=0.353, Yosys Chip Area=0.0559 mm^2, Setup violations, final=0, YS warnings=1, flip-flop count of the largest register after layout=1024, # Cells Yosys=4605, DRC=0, vias=38100, hold buffers post-CTS=0
[cells in the final DEF, fill, tap and decap left out, types with 12 or more instances in the layout]
cell type,count
a21oi_1,192
a22o_1,128
a22oi_1,192
a31oi_1,64
and2_1,992
buf_4,156
clkbuf_1,25
clkbuf_16,108
clkdlybuf4s50_1,110
clkinv_1,24
clkinv_2,21
conb_1,32
diode_2,12
edfxtp_1,1024
mux2i_1,1024
nand2_1,194
nand3_1,193
nor2_4,32
nor3_1,64
or2_2,33
[cells by family (layout without fill, tap and decap cells)]
kind of cell           count (synthesis)  in the layout  synth area share
AND-OR/OR-AND                        576            576            0.0702
other                                  1             44         0.0000671
multiplexers                        1024           1024             0.183
flip-flops                          1024           1024             0.550
AND/OR/NAND/NOR                     1534           1534             0.157
buffers and inverters                446            458            0.0390
[power by group through the flow]
stage                 clock network (uW)  registers (uW)  logic [uW]
final                               1430            1930         479
after global routing                1510            1940         503
after CTS                           1450            1930         474
[Yosys cell counts (23+ instances only)]
master	n	area share
buf_4	63	0.0085
mux2i_1	1024	0.18
a31oi_1	64	0.0072
edfxtp_1	1024	0.55
a21oi_1	192	0.017
nand3_1	193	0.017
a22oi_1	192	0.026
a22o_1	128	0.020
buf_2	112	0.010
nand2_1	196	0.013
or2_2	33	0.0037
clkbuf_1	224	0.015
nor2_1	23	0.0015
nor3_1	64	0.0057
and2_1	994	0.11
[metal layers]
| metal | share of wire | vias up |
|---|---|---|
| met1 | 0.33 | 18500 |
| met3 | 0.14 | 560 |
| met4 | 0.066 | 2 |
| met5 | 0.000058 | - |
| li1 | - | 16700 |
| met2 | 0.47 | 2288 |
[layout make-up]
class | instances | area [um^2] | area share
multi-input cells | 3166 | 23300 | 0.372
flip-flops and latches | 1024 | 30700 | 0.490
well taps | 2480 | 3100 | 0.0495
clock buffers | 133 | 2800 | 0.0446
diodes | 12 | 30.0 | 0.000479
clock inverters | 53 | 379 | 0.00604
repair buffers | 272 | 2370 | 0.0377
[worst max-delay path by stage]
stage                             start  cells past startpoint       endpoint  slack [ps]
after CTS             rd_reg_index_1[1]                     12  reg_data_1[4]       10320
after global routing  rd_reg_index_1[1]                     12  reg_data_1[4]       10110
final                 rd_reg_index_1[1]                     12  reg_data_1[4]       10350
[worst max-delay path: stages]
cell and delay (ps):
buf_8 420, buf_12 450, buf_4 710, buf_4 640, buf_4 790, buf_4 730, mux2i_1 290, a22o_1 160
nor3_1 50, a31oi_1 270, nand3_1 160, clkdlybuf4s50_1 430
[stage by stage]
| step | hold WS, ps | worst slack (ps) | utilization |
|---|---|---|---|
| after global placement | 6030 | 10310 | 0.321 |
| after CTS | 5250 | 10320 | 0.338 |
| final | 5280 | 10350 | 0.339 |
| after global routing | 5290 | 10110 | 0.339 |
| after detailed placement | 6020 | 10330 | 0.321 |
| after floorplan | 5460 | 14660 | - |
No activity file was given, so power comes from the tool's default toggle rates.
