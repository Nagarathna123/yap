--- /design/flow/config.mk ---
export PLATFORM = sky130hd
export DESIGN_NAME = ctrl
export DESIGN_NICKNAME = ctrl
export VERILOG_FILES = /design/flow/design.v
export SDC_FILE = /design/flow/constraint.sdc
export NUM_CORES = 4
export LEC_CHECK = 1
export CORE_AREA = 10 10 70 70
export DIE_AREA = 0 0 80 80
--- /design/flow/constraint.sdc ---
current_design ctrl

set clk_period 2.6
set clk_io_pct 0.2

create_clock -name clk0 -period $clk_period

set non_clock_inputs [all_inputs -no_clocks]
set_input_delay [expr $clk_period * $clk_io_pct] -clock clk0 $non_clock_inputs
set_output_delay [expr $clk_period * $clk_io_pct] -clock clk0 [all_outputs]
--- /design/flow/design.v ---
module ctrl(
	output reg [(5-1):0] alu_ctrl,
	output reg reg_file_wr_en,
	output reg [1:0] reg_file_wr_back_sel,
	output reg alu_op2_sel,
	output reg d_mem_rd_en,
	output reg d_mem_wr_en,
	output reg [1:0] d_mem_size,
	output reg jal,
	output reg jalr, 
	input [(32 - 1):0] inst
);
	always @ (*) begin
		if (inst[1:0] == 2'b11) begin
			case (inst[6:2])
				5'b01100: begin
					alu_ctrl[3:0] = {inst[30], inst[14:12]};
					alu_ctrl[4] = 1'b0;
					reg_file_wr_en = 1'b1;
					reg_file_wr_back_sel = 2'b00;
					alu_op2_sel = 1'b0;
					d_mem_rd_en = 1'b0;
					d_mem_wr_en = 1'b0;
					d_mem_size = 2'bxx;
					jal = 1'b0;
					jalr = 1'b0;
				end
				5'b11001: begin
					alu_ctrl = inst[6:2];
					reg_file_wr_en = 1'b1;
					reg_file_wr_back_sel = 2'b10;
					alu_op2_sel = 1'b1;
					d_mem_rd_en = 1'b0;
					d_mem_wr_en = 1'b0;
					d_mem_size = 2'bxx;
					jal = 1'b0;
					jalr = 1'b1;
				end
				5'b00000: begin
					alu_ctrl = {(5){1'b0}};
					reg_file_wr_en = 1'b1;
					reg_file_wr_back_sel = 2'b01;
					alu_op2_sel = 1'b1;
					d_mem_rd_en = 1'b1;
					d_mem_wr_en = 1'b0;
					d_mem_size = inst[13:12];
					jal = 1'b0;
					jalr = 1'b0;
				end
				5'b00100: begin
					if(inst[14:12] == 3'b001 || inst[31:12] == 3'b101) begin
						alu_ctrl = {1'b0, inst[30], inst[14:12]};
					end
					else begin
						alu_ctrl = {2'b00, inst[14:12]};
					end
					reg_file_wr_en = 1'b1;
					reg_file_wr_back_sel = 2'b00;
					alu_op2_sel = 1'b1;
					d_mem_rd_en = 1'b0;
					d_mem_wr_en = 1'b0;
					d_mem_size = 2'bxx;
					jal = 1'b0;
					jalr = 1'b0;	
				end	
				5'b01000: begin
					alu_ctrl = {(5){1'b0}};
					reg_file_wr_en = 1'b0;
					reg_file_wr_back_sel = 2'bxx;
					alu_op2_sel = 1'b1;
					d_mem_rd_en = 1'b0;
					d_mem_wr_en = 1'b1;
					d_mem_size = inst[13:12];
					jal = 1'b0;
					jalr = 1'b0;
				end
				5'b11000: begin
					alu_ctrl = {(5){1'b0}};
					reg_file_wr_en = 1'b0;
					reg_file_wr_back_sel = 2'bxx;
					alu_op2_sel = 1'b1;
					d_mem_rd_en = 1'b0;
					d_mem_wr_en = 1'b0;
					d_mem_size = 2'bxx;
					jal = 1'b0;
					jalr = 1'b0;
				end
				5'b01101, 5'b00101: begin
					if(inst[5]==1) begin
						alu_ctrl = 5'b11000;
					end
					else begin
						alu_ctrl = {(5){1'bx}};
					end					
					reg_file_wr_en = 1'b1;
					if(inst[5]==1) begin
						reg_file_wr_back_sel = 2'b00;
					end
					else begin
						reg_file_wr_back_sel = 2'b11;
					end					
					alu_op2_sel = 1'b1;
					d_mem_rd_en = 1'b0;
					d_mem_wr_en = 1'b0;
					jal = 1'b0;
					jalr = 1'b0;
				end
				5'b11011:begin
					alu_ctrl = {(5){1'bx}};
					reg_file_wr_en = 1'b1;
					reg_file_wr_back_sel = 2'b10;
					alu_op2_sel = 1'bx;
					d_mem_rd_en = 1'b0;
					d_mem_wr_en = 1'b0;
					jal = 1'b1;
					jalr = 1'b0;
				end			
				default: begin
					alu_ctrl = {(5){1'bx}};
					reg_file_wr_en = 1'b0;
					reg_file_wr_back_sel = 2'bxx;
					alu_op2_sel = 1'bx;
					d_mem_rd_en = 1'b0;
					d_mem_wr_en = 1'b0;
					d_mem_size = 2'bxx;
					jal = 1'b0;
					jalr = 1'b0;
				end
			endcase
		end
		else begin
			alu_ctrl = {(5){1'bx}};
			reg_file_wr_en = 1'b0;
			reg_file_wr_back_sel = 2'bxx;
			alu_op2_sel = 1'bx;
			d_mem_rd_en = 1'b0;
			d_mem_wr_en = 1'b0;
			d_mem_size = 2'bxx;
			jal = 1'b0;
			jalr = 1'b0;
		end
	end
endmodule
--- /design/flow/run.sh ---
#!/bin/bash
# OpenROAD 26Q1-2900-gdf79404cd8, Yosys 0.63+post, stock flow scripts
make -C /OpenROAD-flow-scripts/flow DESIGN_CONFIG=/design/flow/config.mk WORK_HOME=/design/flow/orfs finish
==> notes.md <==
flow finished, numbers: fin. max-slew vios=0, P_leak=0.2969 nW, Yosys warnings=1, DR top layer=met3, total wire length=1527 µm, M1 WL=715 µm, startpoint types=input port, # DRC=0, first drt pass iteration count=3, synthesized instance count=54, Initial DRC Count=9, Post-CTS Setup Bufs=0, Ports=47, register pins left without a clock=2, Final HPWL DP=1332 µm, Pint=0.00005742 W, num rows=21, vias in the first global route=540, total grt overflow=0, number of unconstrained endpoints=4, Rel. slew slack=78.94%, worst hold path class=input port to primary output, Syn Area/Cell=6.905 µm², Crit Path Max Fanout=5, EDFF count, synth=0, DR WL met3=125 µm, first-pass GRT wire length=2608 µm, Die Wd=80 µm, Clk pwr share=0%, Post-CTS Hold Buffers=0, RSZ-0062 raised after global routing=true, diode count=0, CP Class=input port to primary output, Routed wire per std cell=11.15 µm, Flop pwr share=0.8%, largest net degree at the start of global routing=9, area of the core=3416 µm², Final Setup Violations=0, post-route antenna net violation count=0, Synth flops=2, Final WS setup=110.8 ps, Vias/cell=3.693, Die H=80 µm, WL met2=686 µm, YS chip area=372.9 µm², top_reg_cell synth=dlxtn_1, Peak VDD IR=49.78 µV, Post-Syn Area=372.9 µm², Area Overhead vs Synth=105.4%, Tmin final=2489 ps, Crit path required time=2080 ps, switching share of power=38.66%, maxcap violations=0, pwr/cell area=122.2 nW/µm², Yosys Instances=54, initial antenna violation count=0, arrival time at the worst endpoint=1970 ps, switching pwr=0.00003618 W, final worst path period share=95.74%, Fmax=0.4017 GHz, Vias=506, status=finished, final reports clean, final hold vios=0, GP Congestion=0.8553, setup TNS=0 ps, max reg flops=2, OpenROAD warnings=54, FP Util=10.92%, ys async rst share=0%, combinational share of power=99.2%, crit end category=primary output, share of layout cells above drive strength 1=20.88%, Finished Core Util=22.42%, pre-CTS WS=-206.0 ps, Port Buf Inserts=26, overall power=0.00009360 W, Slew @ Worst Pin=313.5 ps, Distinct cells, synth=28, GRT Total Usage=4.875%, die area=6400 µm²
-- path summary, 6_finish.rpt --
path,startpoint,end,slack [ps],depth (start not counted)
max,inst[3],alu_ctrl[0],110,5
min,inst[4],alu_ctrl[4],1820,4
-- power by group through the flow --
| stage | Clock [W] | Combinational (W) | Sequential [W] |
|---|---|---|---|
| global route | 0 | 0.000104 | 0.000000718 |
| CTS | 0 | 0.0000946 | 0.000000717 |
| finish | 0 | 0.0000929 | 0.000000717 |
-- layout by cell type (no fill, tap or decap), drive strengths merged, types with 2 or more instances in the layout --
cell,count
clkdlybuf4s50,21
buf,15
a21oi,4
nor2b,4
nand2,4
dlygate4sd2,4
nor2,4
nor3,3
inv,3
nand3,3
and3b,2
nand2b,2
o211ai,2
o31ai,2
a21boi,2
dlxtn,2
nor3b,2
-- synth_stat cells, drive strengths merged (2+ instances only) --
cell,count,area share [%]
nand3,3,4.0
nand2b,2,3.4
buf,4,8.7
dlxtn,2,8.1
nor3,3,4.0
inv,3,3.0
a21oi,4,5.4
nor2b,4,6.7
o31ai,2,4.0
nor3b,2,4.0
and3b,2,4.7
nor2,4,4.7
a21boi,2,4.0
nand2,4,4.0
o211ai,2,4.0
-- critical path, cell delays in order --
cell	delay, ps
dlygate4sd2_1	290
or3b_1	410
a21o_1	190
nand3_1	90
clkdlybuf4s50_1	460
-- per-stage QoR --
step,hold WS (ps),instance area [µm²],std cells
final,1819,765.7,137
after global routing,1892,765.7,137
after CTS,1954,769.5,137
after detailed placement,1988,770.7,137
after global placement,2001,770.7,137
after floorplan,1054,372.9,54
-- cell families (layout without fill, tap and decap cells) --
| group | count (synthesis) | after routing | share of synthesized area [%] |
|---|---|---|---|
| AND/OR/NAND/NOR | 30 | 30 | 47.65 |
| AND-OR/OR-AND | 15 | 15 | 32.55 |
| buffers and inverters | 7 | 44 | 11.74 |
| latches | 2 | 2 | 8.054 |
-- metal layers --
layer	global-route usage [%]	up-vias
met5	0	-
met4	0	0
met3	1.364	0
met2	8.507	14
met1	6.143	218
li1	-	274
-- final cells by class --
| cell class | instances | area [µm²] |
|---|---|---|
| fill | 388 | 2650 |
| timing repair buffer | 41 | 362.8 |
| multi-input combinational | 45 | 304.0 |
| tap | 46 | 57.56 |
| sequential | 2 | 30.03 |
| inverter | 3 | 11.26 |
-- repair_timing --
item | 4_1_cts | 5_1_grt
resized | 6 | 2
setup endpoints to repair | 12 | 6
gates cloned | 0 | 0
Power and IR drop assume default switching activity.
